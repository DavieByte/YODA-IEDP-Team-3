<file path="./run.sh">
#!/bin/bash
# OpenROAD 26Q1-2900-gdf79404cd8, Yosys 0.63+post, stock flow scripts
make -C /OpenROAD-flow-scripts/flow DESIGN_CONFIG=/design/flow/config.mk WORK_HOME=/design/flow/orfs finish
</file>
<file path="./config.mk">
export PLATFORM = sky130hd
export DESIGN_NAME = sobel
export DESIGN_NICKNAME = sobel
export VERILOG_FILES = /design/flow/design.v
export SDC_FILE = /design/flow/constraint.sdc
export NUM_CORES = 4
export LEC_CHECK = 1
export CORE_UTILIZATION = 50
</file>
<file path="./constraint.sdc">
current_design sobel

set clk_period 6.1
set clk_io_pct 0.2

create_clock -name clk0 -period $clk_period [get_ports {i_clk}]

set non_clock_inputs [all_inputs -no_clocks]
set_input_delay [expr $clk_period * $clk_io_pct] -clock clk0 $non_clock_inputs
set_output_delay [expr $clk_period * $clk_io_pct] -clock clk0 [all_outputs]
</file>
<file path="./design.v">
`timescale 1ns / 1ps
module sobel(
input        i_clk,
input [71:0] i_pixel_data,
input        i_pixel_data_valid,
output reg [7:0] o_sobel_data,
output reg   o_sobel_data_valid
);
integer i; 
reg [7:0] kernel_gx [8:0];
reg [7:0] kernel_gy [8:0];
reg [10:0] gx[8:0];
reg [10:0] gy[8:0];
reg [10:0] sumGxInt;
reg [10:0] sumGyInt;
reg [10:0] sumGx;
reg [10:0] sumGy;
reg gValid;
reg sumValid;
reg sobel_data_valid;
reg [20:0] sobel_data_gxInt;
reg [20:0] sobel_data_gyInt;
wire [21:0] sobel_data_int;
reg sobel_data_int_valid;
initial
begin
    kernel_gx[0] =  1;
    kernel_gx[1] =  0;
    kernel_gx[2] = -1;
    kernel_gx[3] =  2;
    kernel_gx[4] =  0;
    kernel_gx[5] = -2;
    kernel_gx[6] =  1;
    kernel_gx[7] =  0;
    kernel_gx[8] = -1;
    kernel_gy[0] =  1;
    kernel_gy[1] =  2;
    kernel_gy[2] =  1;
    kernel_gy[3] =  0;
    kernel_gy[4] =  0;
    kernel_gy[5] =  0;
    kernel_gy[6] = -1;
    kernel_gy[7] = -2;
    kernel_gy[8] = -1;
end 
always @(posedge i_clk)
begin
    for(i=0;i<9;i=i+1)
    begin
        gx[i] <= $signed(kernel_gx[i])*$signed({1'b0,i_pixel_data[i*8+:8]});
        gy[i] <= $signed(kernel_gy[i])*$signed({1'b0,i_pixel_data[i*8+:8]});
    end
    gValid <= i_pixel_data_valid;
end 
always @(*)
begin
    sumGxInt = 0;
    sumGyInt = 0;
    for(i=0;i<9;i=i+1)
    begin
        sumGxInt = $signed(sumGxInt) + $signed(gx[i]);
        sumGyInt = $signed(sumGyInt) + $signed(gy[i]);
    end
end
always @(posedge i_clk)
begin
    sumGx <= sumGxInt;
    sumGy <= sumGyInt;
    sumValid <= gValid;
end
always @(posedge i_clk)
begin
    sobel_data_gxInt <= $signed(sumGx)*$signed(sumGx);
    sobel_data_gyInt <= $signed(sumGy)*$signed(sumGy);
    sobel_data_int_valid <= sumValid;
end
assign sobel_data_int = sobel_data_gxInt + sobel_data_gyInt;
always @(posedge i_clk)
begin
    if(sobel_data_int > 4000)
        o_sobel_data <= 8'hff;
    else
        o_sobel_data <= 8'h00;
    o_sobel_data_valid <= sobel_data_int_valid;
end
endmodule
</file>
==> Table 3: Implementation characteristics <==
Implementation parameters

Parameter                              Value

Placed design
  Number of placed instances with taps included .................. 2665
  Port buffer count .................. 74
  Weighted congestion reported at the end of routability-driven placement .................. about 0.86
  DP HPWL .................. ~30 mm

Critical path
  Critical path's largest stage delay .................. roughly 0.7 ns
  CP arrival .................. roughly 6.0 ns
  Kind of end point of the critical path .................. flip-flop
  Top Family by Delay on Critical Path .................. adder cells
  Worst-path maximum fanout .................. 10
  Ordered cell list for the critical path .................. nand2_1 -> fa_1 -> inv_1 -> fa_1 -> inv_1 -> fa_1 -> inv_1 -> fa_1 -> inv_1 -> fa_1 -> inv_1 -> ha_1 -> o41ai_1 -> o21ai_1 -> o41ai_2 -> o2111ai_1 -> a21oi_1 -> xnor2_1
  CP required .................. between 6 and 7 ns
  Crit Path Category .................. flip-flop to flip-flop
  Critical Path Source Type .................. flip-flop
  Slowest cell on crit path .................. dfxtp_1
  Buffers & Inverters on Critical Path .................. 5

Final timing
  Peak Freq .................. ~180 MHz
  Fin Clk Skew .................. 0.0141 ns
  Total negative setup slack .................. 0 ns
  Slew Limit Fails .................. 0
  RSZ-0062 raised after global routing .................. no
  Slew margin rel. .................. approximately half
  Hold Violations, Final .................. 0
  Clock period minus final worst setup slack .................. between 5 and 6 ns
  Number of endpoints failing setup at the final stage .................. 0
  Measured slew at the worst slew-check pin .................. between 0.7 and 0.8 ns
  Cycle use final .................. between 90% and 100%

Global routing
  Number of global-route vias before repair .................. 13700
  Global-route wire length before repair .................. around 62 mm
  Number of antenna violations at the first check in global routing .................. 0
  Largest net degree at the start of global routing .................. 21
  Overflow left after global routing .................. 0
  Global routing usage summed across all routing layers .................. 19.7%

Yosys
  Instance tally after logic synthesis .................. between 2000 and 2500
  Summed standard-cell area reported by yosys .................. just over 20000 sq um
  Most common flop cell mapped by yosys .................. dfxtp_1
  Async S/R FF share, synth .................. 0%
  Number of storage elements in the synthesis netlist .................. between 150 and 200
  Count of unique library cells instantiated by Yosys .................. 55
  Post-synth tally of flip-flops with integrated enable .................. 0
  Yosys stat cell total .................. ~2100
  Sequential fraction of the synthesis area .................. 15.2%
  Avg Inst Size Synth .................. ~10 sq um
  Synth Cell Area .................. 20800 sq um
  Synthesis Warnings .................. 3

Layout
  Area Overhead vs Synth .................. 9.04%
  Share of post-route cells with drive strength above 1 .................. between 2 and 2.5%
  Final non-filler cell total .................. roughly 2700
  Filler cells .................. ~3500

Clock network
  Post-cts repair resize count .................. 0
  Hold buffer count at cts .................. 0
  Total setup buffers inserted after CTS .................. 0
  Clock network latency to the later pin of the worst-skew pair .................. 0.43 ns
  CTS H-Tree Depth .................. 4
  Clock tree from TritonCTS .................. done
  Clock-pin slew of the registers on the worst-case setup and hold paths .................. approximately 0.070 ns
  TritonCTS sink count .................. between 150 and 200
  Maximum buffer depth of the clock tree .................. 2
  Buffer type at the clock tree root .................. clkbuf_16
  Number of CTS-inserted buffers .................. 17

Route
  Average via count per standard cell .................. 4.71
  Routed wire length per instance .................. about 13 microns
  DR DRC count .................. 0
  Total number of vias .................. 12700
  Routed Antenna Nets .................. 0
  Initial DRC count .................. around 380
  Final WL .................. ~35 mm
  Count of TritonRoute iterations in the first routing pass .................. 4

Min path
  Class of the most critical hold timing path .................. flip-flop to flip-flop

Floorplanning
  Die Ht .................. ~210 microns
  Die span in x .................. approximately 210 microns
  Number of cell rows .................. between 70 and 80
  Starting Density .................. 50.8%
  Die Size .................. 42400 sq um
  Top-level port count .................. 83
  Core ar. .................. 40900 sq um

Status
  Status .................. completed

Job
  Max-cap violations .................. 0
  Tally of OpenROAD warnings .................. 72
layout by cell type, fill, tap and decap left out, types with 27 or more instances in the layout:
cell	Yosys	final
clkdlybuf4s50_1	0	74
xor2_1	27	27
xnor2_1	121	121
ha_1	297	297
nor2_1	59	59
dfxtp_1	158	158
nand2_1	63	63
a21oi_1	71	71
fa_1	381	381
inv_1	639	639
and2_1	50	50
cells by family (layout without fill, tap and decap cells):
group | after synthesis | count (layout) | synth area share, %
AOI/OAI and AO/OA | 177 | 177 | 5.62
xor gates and xnor gates | 148 | 148 | 6.23
adders and majority gates | 678 | 678 | 54.6
buffers and inverters | 668 | 752 | 12.2
DFF | 158 | 158 | 15.2
muxes | 4 | 4 | 0.193
other | 0 | 1 | 0
and+or+nand+nor | 248 | 248 | 5.99
metal layers:
layer	GRT usage, %	up-vias	wire length (microns)
met5	0.833	-	48
met4	1.44	2	308
met3	4.16	19	1670
met2	32.4	197	17000
met1	29.5	6156	15800
li1	-	6325	-
state kept, by name, indices dropped and copies added, names as in the netlist:
signal                flops
gValid                    1
gx                       54
gy                       37
o_sobel_data              1
o_sobel_data_valid        1
sobel_data_gxInt         20
sobel_data_gyInt         20
sobel_data_int_valid      1
sumGx                    11
sumGy                    11
sumValid                  1
cell usage after synthesis (all sizes together) (2+ instances only):
cell	n	area share (%)
a21oi	72	1.8
o31ai	3	0.11
a31oi	4	0.12
o2111ai	4	0.17
nor3	14	0.34
o211a	2	0.096
a21boi	2	0.072
buf	8	0.28
a221o	3	0.14
o21ai	23	0.55
a31o	2	0.084
o21a	8	0.29
o41ai	5	0.37
nand2	63	1.1
ha	297	18
inv	639	12
nor2b	15	0.45
or3	4	0.12
a21o	15	0.54
a211o	3	0.13
nor2	59	1.1
and3	6	0.18
o21ba	2	0.096
and2	50	1.5
o21bai	17	0.61
xor2	27	1.1
dfxtp	158	15
xnor2	121	5.1
nand3	13	0.31
a211oi	6	0.24
fa	381	37
nand2b	14	0.42
mux2i	4	0.19
clkbuf	21	0.39
or2	3	0.090
layout make-up:
type                       count  area (sq um)  area share, %
antenna                        1          2.50         0.0110
clock buffer                  19           453           2.00
clock inverter                13           104          0.458
inverter                     639          2400           10.6
multi-input combinational   1255         15100           66.6
sequential                   158          3160           14.0
tap                          532           666           2.94
timing repair buffer          81           793           3.50
worst paths after layout:
check | from | end | slack (ns) | cells after the start
setup reg to reg | sumGy[7]$_DFF_P_ | sobel_data_gyInt[19]$_DFF_P_ | 0.46 | 18
setup / recovery | sumGy[7]$_DFF_P_ | sobel_data_gyInt[19]$_DFF_P_ | 0.46 | 18
hold / removal | sobel_data_int_valid$_DFF_P_ | o_sobel_data_valid$_DFF_P_ | 0.33 | 0
hold reg to reg | sobel_data_int_valid$_DFF_P_ | o_sobel_data_valid$_DFF_P_ | 0.33 | 0
per-stage QoR:
| step | utilization, % | hold WS [ns] | setup slack, ns | area (sq um) |
|---|---|---|---|---|
| after floorplan | - | 0.310 | 0.819 | 20800 |
| after global placement | 54.0 | 0.312 | 0.553 | 22100 |
| after detailed placement | 54.0 | 0.315 | 0.468 | 22100 |
| after CTS | 55.4 | 0.331 | 0.430 | 22700 |
| after global routing | 55.4 | 0.334 | 0.0547 | 22700 |
| final | 55.4 | 0.327 | 0.462 | 22700 |
